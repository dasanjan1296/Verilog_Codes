**design/flow/design.v**
```verilog
module d_ff(q,d,clk,reset);
    output q;
    input d,clk,reset;
    reg q;
    always @(posedge clk or negedge reset)
    begin
        if(!reset)
           q<=1'b0;
        else
           q<=d;
    end
endmodule
module reg_32bit(q,d,clk,reset);
    output [31:0] q;
    input [31:0] d;
    input clk,reset;
    generate
       genvar j;
       for(j=0;j<32;j=j+1)
       begin:reg_loop
          d_ff df(q[j],d[j],clk,reset);
      end
  endgenerate
endmodule
module mux4_1(regData,q1,q2,q3,q4,reg_no);
   output [31:0] regData;
   input [31:0] q1,q2,q3,q4;
   input [1:0] reg_no;
   wire a0,a1,a2,a3;
   reg [31:0] regData;
   always @(reg_no)
   begin
      case(reg_no)
          2'b00:
             begin
             regData = q1;
             end
          2'b01:
             begin
             regData = q2;
             end
          2'b10:
             begin
             regData = q3;
             end
          2'b11:
             begin
             regData = q4;
             end
     endcase
   end
endmodule 
module decoder2_4(register,reg_no);
   output [3:0] register;
   input [1:0] reg_no;
   wire not0,not1;
   not n1(not0,reg_no[0]);
   not n2(not1,reg_no[1]);
   and a1 (register[0],not1,not0);
   and a2 (register[1],not1,reg_no[0]);
   and a3 (register[2],reg_no[1],not0);
   and a4 (register[3],reg_no[1],reg_no[0]);
endmodule
module RegFile(clk,reset,ReadReg1,ReadReg2,WriteData,WriteReg,RegWrite,ReadData1,ReadData2);
    input clk,reset,RegWrite;
    input [1:0] ReadReg1,ReadReg2,WriteReg;
    input [31:0] WriteData;
    output [31:0] ReadData1,ReadData2;
    wire [3:0] decoder_out;
    wire [3:0] clock_gates;
    wire [31:0] reg_out[3:0];
    decoder2_4 decoder(decoder_out,WriteReg);
    and gate0(clock_gates[0],clk,RegWrite,decoder_out[0]);
    and gate1(clock_gates[1],clk,RegWrite,decoder_out[1]);
    and gate2(clock_gates[2],clk,RegWrite,decoder_out[2]);
    and gate3(clock_gates[3],clk,RegWrite,decoder_out[3]);
    reg_32bit reg0(reg_out[0],WriteData,clock_gates[0],reset);
    reg_32bit reg1(reg_out[1],WriteData,clock_gates[1],reset);
    reg_32bit reg2(reg_out[2],WriteData,clock_gates[2],reset);
    reg_32bit reg3(reg_out[3],WriteData,clock_gates[3],reset);
    mux4_1 mux1(ReadData1,reg_out[0],reg_out[1],reg_out[2],reg_out[3],ReadReg1);
    mux4_1 mux2(ReadData2,reg_out[0],reg_out[1],reg_out[2],reg_out[3],ReadReg2);
endmodule
module bit32_1mux(out,inp,sel);
	input [31:0] inp;
	output out;
	input [4:0] sel;
	assign out = inp[sel];
endmodule
module mux32_1(RegData,reg_inp,reg_no);
	output [31:0] RegData;
	input [1023:0] reg_inp;
	input [4:0] reg_no;
	generate
		genvar j;
		for(j=0;j<32;j=j+1)
		begin:mux_loop
			bit32_1mux m1(RegData[j],reg_inp[j*32+31:j*32],reg_no);
		end
	endgenerate
endmodule
module decoder5_32(register,reg_no);
   output [31:0] register;
   input [4:0] reg_no;
   wire not0,not1;
   reg [31:0] register;
   always @(reg_no)
	begin
       register = 32'h00000000;
       register[reg_no] =1;
	end
   endmodule
module RegFile32(clk,reset,ReadReg1,ReadReg2,WriteData,WriteReg,RegWrite,ReadData1,ReadData2);
    input clk,reset,RegWrite;
    input [4:0] ReadReg1,ReadReg2,WriteReg;
    input [31:0] WriteData;
    output [31:0] ReadData1,ReadData2;
    wire [31:0] decoder_out;
    wire [31:0] clock_gates;
    wire [31:0] reg_out[31:0];
   wire [1023:0] reg_pack;
    decoder5_32 decoder(decoder_out,WriteReg);
    generate
	genvar l;
	for(l=0;l<32;l=l+1)
	begin:gate_loop
 	   and gate0(clock_gates[l],clk,RegWrite,decoder_out[l]);
    	end
    endgenerate
    generate
	genvar i;
	for(i=0;i<32;i=i+1)
	begin:reg_loop	
    		reg_32bit reg0(reg_out[i],WriteData,clock_gates[i],reset);
	end
	endgenerate
	generate
	genvar j,k;
	 for(k=0;k<32;k=k+1)
	 begin
	    for(j=0;j<32;j=j+1)
	    begin
		 assign reg_pack[k*32+j] = reg_out[j][k];
	    end
	 end
    endgenerate
    mux32_1 mux1(ReadData1,reg_pack,ReadReg1);
    mux32_1 mux2(ReadData2,reg_pack,ReadReg2);
endmodule
```
**design/flow/run.sh**
```bash
#!/bin/bash
# OpenROAD 26Q1-2900-gdf79404cd8, Yosys 0.63+post, stock flow scripts
make -C /OpenROAD-flow-scripts/flow DESIGN_CONFIG=/design/flow/config.mk WORK_HOME=/design/flow/orfs finish
```
**design/flow/config.mk**
```make
export PLATFORM = sky130hd
export DESIGN_NAME = RegFile32
export DESIGN_NICKNAME = RegFile32
export VERILOG_FILES = /design/flow/design.v
export SDC_FILE = /design/flow/constraint.sdc
export NUM_CORES = 4
export LEC_CHECK = 1
export CORE_UTILIZATION = 30
```
**design/flow/constraint.sdc**
```tcl
current_design RegFile32

set clk_period 5.9
set clk_io_pct 0.2

create_clock -name clk0 -period $clk_period

set non_clock_inputs [all_inputs -no_clocks]
set_input_delay [expr $clk_period * $clk_io_pct] -clock clk0 $non_clock_inputs
set_output_delay [expr $clk_period * $clk_io_pct] -clock clk0 [all_outputs]
```
==> flow_metrics.py <==
# Generated from Yosys and OpenROAD reports
metrics = {
    "die": {
        "io_pins": 114,
        "coreArea_um2": 146000,
        "core_util_floorplan": 0.303,
        "die_h_um": 386,
        "std_cell_rows": 140,
        "die_w_um": 386,
        "die_area_um2": 149000,
    },
    "synthesis": {
        "syn_avg_cell_area_um2": 12.8,
        "synth-seq-cells": 1024,
        "ys_area_um2": 44300,
        "top_cell_area_share": 0.579,
        "syn-instance-count": 3466,
        "ys_cells": 3466,
        "synth_cell_types": 28,
        "edf_count": 0,
        "yosysTopAreaCell": "dfrtp_1",
        "synthArstFlopShare": 1.00,
        "synthTopCellsByArea": "dfrtp_1 (58%), mux2i_1 (23%), a22oi_1 (3.3%)",
        "synthFlopType": "dfrtp_1",
        "yosysWarnings": 3,
        "syn_area_um2": 44300,
        "ys_seq_frac": 0.579,
    },
    "worst_setup_path": {
        "arrival_ps": 4030,
        "crit_top_cell": "clkdlybuf4s50_1",
        "crit_chain": "clkdlybuf4s50_1 -> nor2b_4 -> buf_12 -> a22o_1 -> nor3_1 -> a31oi_1 -> nand3_1 -> clkdlybuf4s50_1",
        "max_stage_delay_ps": 640,
        "crit_required_ps": 4720,
        "start_kind": "input pin",
        "criticalPathCategory": "input pin to output port",
        "worstSetupEndpointType": "output port",
        "crit_fanout": 24,
        "cpMaxStageDelayCell": "nor2b_4",
    },
    "job": {
        "warning_count": 37,
        "drv_cap": 0,
    },
    "clocking": {
        "cts_setup_buffers": 0,
        "ctsHoldBuffers": 0,
        "postCtsResizedCells": 0,
    },
    "sta": {
        "worstMarginPinSlew_ps": 944,
        "setup_viol": 0,
        "fin_crit_ps": 5210,
        "rsz0062_at_grt": "no",
        "tns_ps": 0,
        "fin_ws_ps": 686,
        "unclocked_regs": 1024,
        "finalClockPeriodUsage": 0.884,
        "untimed_endpoints": 1024,
        "relSlewSlack": 0.371,
        "max_freq_ghz": 0.192,
        "hold_viol": 0,
        "slew_violations": 0,
    },
    "route": {
        "drc": 0,
        "drt-wirelength-per-cell_um": 26.8,
        "vias": 28667,
        "wl_mm": 143,
        "drtAntennaViolNets": 0,
        "drt_iter0_markers": 1514,
        "drt_first_pass_iters": 7,
        "viasPerCell": 5.36,
    },
    "placement": {
        "dp_slack_ps": 717,
        "placed_area_um2": 47900,
        "place_inst": 5347,
        "dp_hpwl_mm": 86.4,
        "routabilityCongestion": 0.874,
        "portBuffers": 114,
    },
    "cells_and_area": {
        "drive_gt1_frac": 0.0636,
        "top_register": "reg_loop.reg0.reg_loop.df.q",
        "layoutNonFillerInstCount": 5348,
        "finalInstanceArea_um2": 47900,
        "syn2layout_area_growth_pct": 8.14,
        "largest_reg_flops": 1024,
        "lay_top_cells": "mux2i_1 (1024), dfrtp_1 (1024), nand2_1 (203)",
        "reg_top3": "reg_loop.reg0.reg_loop.df.q (1024)",
    },
    "hold_path": {
        "hold_class": "input pin to output port",
    },
    "global_route": {
        "grt_max_degree": 142,
        "grt_pass1_vias": 29686,
        "grt_pass1_wl_mm": 206,
        "grt-ovfl-total": 0,
        "track_usage": 0.199,
        "antenna_found_initial": 15,
    },
    "pwr": {
        "switching_share": 0.606,
        "pwr-share-comb": 0.936,
        "power.switching_mw": 1.04,
        "clkPwrFrac": 0,
        "power_frac_seq": 0.064,
        "p_int_mw": 0.678,
        "p_per_area_nw_per_um2": 35.9,
        "leakage_nw": 21.5,
        "ir_drop_v": 0.0000429,
    },
    "status": {
        "status": "finished clean",
    },
}
[cell usage after synthesis, types with 46 or more instances]
library cell	number
a22oi_1	192
buf_6	46
buf_2	75
a22o_1	128
dfrtp_1	1024
buf_4	109
nand3_1	192
nor3_1	67
a31oi_1	64
nand2_1	205
clkbuf_1	73
a21oi_1	192
mux2i_1	1024
[final timing paths]
kind	from	to	slack, ps	depth (start not counted)
worst max-delay path	ReadReg1[0]	ReadData1[6]	690	8
worst min-delay path	ReadReg1[1]	ReadData1[20]	3720	6
[logic make-up after synthesis]
| logic type | share of synthesized area |
|---|---|
| AND-OR/OR-AND | 0.0887 |
| adder cells (fa/ha/maj) | 0.00113 |
| buffers and inverters | 0.0465 |
| AND/OR/NAND/NOR | 0.0521 |
| flip-flops | 0.579 |
| multiplexers | 0.232 |
| XOR/XNOR | 0.000990 |
[power by group through the flow]
stage | Sequential [mW] | Combinational, mW | Clock (mW)
finish | 0.109 | 1.61 | 0.0000000229
global route | 0.112 | 1.74 | 0.0000000229
CTS | 0.109 | 1.62 | 0
[critical path, delay by kind of cell]
family | cells | cell delay (ps)
buffers and inverters | 3 | 1390
and+or+nand+nor | 3 | 1000
AOI/OAI and AO/OA | 2 | 470
[metal layers]
layer,part of all wire,track usage
met5,0.00051,0
met3,0.12,0.0976
met4,0.021,0.0332
met2,0.46,0.310
met1,0.39,0.258
[layout make-up]
cell class | instances | area [um^2]
timing repair buffer | 280 | 2950
sequential | 1024 | 25600
inverter | 2 | 7.51
multi-input combinational | 2124 | 16900
tap | 1917 | 2400
antenna | 1 | 2.50
fill | 14296 | 98200
[stage by stage]
stage	power (mW)	hold slack, ps	utilization
2_1_floorplan	0.983	2750	-
3_3_place_gp	1.72	3700	0.328
3_5_place_dp	1.72	3680	0.328
4_1_cts	1.73	3690	0.328
5_1_grt	1.85	3770	0.328
6_report	1.72	3720	0.328
Power is estimated from default activity; no workload was simulated.
